==> flow/design.v <==
`timescale 1ns/100ps
module input_sync #(parameter WIDTH = 8)(
    input clock, edge_capture,
    input [WIDTH-1: 0] data_in,
    output [WIDTH-1: 0] data_out
    );
    reg [WIDTH-1 : 0] data_in_neg;
    reg [WIDTH-1 : 0] data_in_pos;
    always @(posedge clock) data_in_pos <= data_in;
    always @(negedge clock) data_in_neg <= data_in;
    assign data_out = edge_capture ? data_in_pos : data_in_neg;
    initial begin
        $dumpfile("input_sync.vcd");
        $dumpvars(0, input_sync);
    end 
endmodule  
==> flow/run.sh <==
#!/bin/bash
# OpenROAD 26Q1-2900-gdf79404cd8, Yosys 0.63+post, stock flow scripts
make -C /OpenROAD-flow-scripts/flow DESIGN_CONFIG=/design/flow/config.mk WORK_HOME=/design/flow/orfs finish
==> flow/config.mk <==
export PLATFORM = sky130hd
export DESIGN_NAME = input_sync
export DESIGN_NICKNAME = input_sync
export VERILOG_FILES = /design/flow/design.v
export SDC_FILE = /design/flow/constraint.sdc
export NUM_CORES = 4
export LEC_CHECK = 1
export CORE_AREA = 10 10 77 77
export DIE_AREA = 0 0 87 87
==> flow/constraint.sdc <==
current_design input_sync

set clk_period 1.0
set clk_io_pct 0.2

create_clock -name clk0 -period $clk_period [get_ports {clock}]

set non_clock_inputs [all_inputs -no_clocks]
set_input_delay [expr $clk_period * $clk_io_pct] -clock clk0 $non_clock_inputs
set_output_delay [expr $clk_period * $clk_io_pct] -clock clk0 [all_outputs]
==> out/metrics.yaml <==
detailed_routing:
  first_iter_violations: 5
  drcViolationCount: 0
  drt-total-wl_um: 785
  vias_per_cell: 2.59
  vias: 275
  num_antenna_cells: 0
  drt-wirelength-per-cell_um: 7.41
  antenna_left: 0
  firstDrtPassIters: 4
clock_tree:
  cts.hold.buffers_added: 0
  cts_tree: "built"
  ctsLongestPathBuffers: 2
  htree_levels: 1
  cts_sinks: 16
  cts_setup_buffers: 0
  cts-root-buf: "clkbuf_8"
  clk_pin_slew_ns: 0.05
  numCtsBuffers: 3
final_timing:
  finalWorstSetupSlack_ns: -0.656
  rsz0062_at_grt: "yes"
  finalHoldViolations: 0
  slew-limit-headroom_pct: 94.5
  setup_tns_ns: -5.21
  drv_slew: 0
  tightest_slew_ns: 0.0824
  finalSetupViolations: 8
  holdWs_ns: 0.430
critical_path:
  worstPathCellList: "mux2_4, buf_6"
  worstSetupEndpointType: "output port"
  start_kind: "flip-flop"
  crit_required_ns: 0.80
  startpoint: "data_in_neg[7]"
  cp_slowest_cell: "dfxtp_1"
  cp_top_family: "flip-flops"
  cp.depth: 2
  cp_num_buf_inv: 1
  crit_end: "data_out[7]"
  slowest_delay_ns: 0.28
  critPathKind: "reg2out"
  worstPathArrival_ns: 1.46
  worstPathMaxFanout: 1
job:
  cap_violations: 0
  warnings: 36
synthesis:
  syn_inst: 26
  ys_ff: 16
  ys_sh_mux_pct: 26.4
  logic_family: "multiplexers"
  yosysTopAreaCellShare_pct: 70.3
  synth_area_um2: 455
  simple_gate_share_pct: 0
  ys_sh_aoi_pct: 0
  ys_types: 4
  area_leaders: "dfxtp_1 70%, mux2_4 26%, buf_6 2.5%"
  xor_share_pct: 0
  yosysTopAreaCell: "dfxtp_1"
  yosysCellCount: 26
  ys_area_um2: 455
  yosysWarningCount: 3
  yosys.area_share.adder_pct: 0
  ys_seq_share_pct: 70.3
  syn_avg_cell_area_um2: 17.5
power:
  power_frac_clock_pct: 40.6
  power_mw: 1.36
  switchingPower_mw: 0.277
  intPower_mw: 1.08
  p_leak_nw: 0.345
  power_frac_comb_pct: 9.0
  pwr-share-seq_pct: 50.4
  ir_worst_vdd_mv: 0.310
  cellPowerDensity_mw_per_mm2: 1850
  swShare_pct: 20.4
layout:
  area_delta_synth_final_pct: 61.3
  drive_gt1_share_pct: 38.9
  fill_cells: 454
  final_cells: 106
placement:
  place_congestion: 0.678
  hpwl_um: 713
  place_ws_ns: -0.755
  portBuffers: 17
  dp.cells: 96
hold_path:
  hold_class: "in2reg"
global_routing:
  grt_pass1_vias: 283
  antenna_found_initial: 0
  grt_usage_pct: 2.04
  grt_max_degree: 9
  grt_first_pass_wirelength_mm: 1.26
  grt_overflow: 0
floorplanning:
  ios: 18
  die-width_um: 87
  die_area_mm2: 0.00757
  design.core.area_mm2: 0.00435
  rows: 24
  dieHeight_um: 87
  fp_util_pct: 10.5
status:
  status: "finished, violations left"
  violations: "negative setup slack"
-- area by class of cell --
cell class | instances | area [µm²] | area share, %
multi-input cells | 8 | 120 | 16.4
well taps | 52 | 65.1 | 8.86
clock buffers | 3 | 41.3 | 5.62
clock inverters | 8 | 30.0 | 4.09
flip-flops and latches | 16 | 320 | 43.6
repair buffers | 19 | 158 | 21.5
-- synth_stat cells, drive strengths merged --
cell and instances:
buf 1, dfxtp 16, inv 1, mux2 8
-- logic make-up after synthesis --
family	Yosys count
DFF	16
muxes	8
buffers and inverters	2
-- worst min-delay path by stage --
stage | startpoint | end | depth (start not counted)
CTS | data_in[0] | data_in_pos[0] | 1
global route | data_in[0] | data_in_pos[0] | 1
finish | data_in[0] | data_in_pos[0] | 1
-- routing by layer --
layer	GRT usage, %	wire, µm
met1	1.98	274
met2	3.13	364
met3	1.79	142
met4	0.589	4
met5	0	0
-- flip-flops by register name (all words and copies together), names as in the netlist --
register,flops
data_in_pos,8
data_in_neg,8
-- placed cells by master (no fill, tap or decap) --
cell	count
buf_2	6
buf_4	2
buf_6	2
clkbuf_8	3
clkdlybuf4s50_1	9
dfxtp_1	16
inv_1	8
mux2_4	8
-- repair_timing --
item | 4_1_cts | 5_1_grt
endpoints found under the setup margin | 8 | 8
resized | 24 | 2
pin swaps | 0 | 0
-- power groups by stage --
stage / Combinational, mW / Clock [mW] / Sequential (mW)
final: 0.122 / 0.550 / 0.683
after global routing: 0.133 / 0.628 / 0.685
after CTS: 0.118 / 0.580 / 0.683
-- per-stage QoR --
stage	cell area [µm²]	util [%]
5_1_grt	734	16.9
6_report	734	16.9
3_3_place_gp	694	15.9
4_1_cts	722	16.6
3_5_place_dp	694	15.9
2_1_floorplan	455	-
Power and IR drop assume default switching activity.

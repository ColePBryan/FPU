==> design/flow/run.sh <==
#!/bin/bash
# OpenROAD 26Q1-2900-gdf79404cd8, Yosys 0.63+post, stock flow scripts
make -C /OpenROAD-flow-scripts/flow DESIGN_CONFIG=/design/flow/config.mk WORK_HOME=/design/flow/orfs finish
==> design/flow/config.mk <==
export PLATFORM = sky130hd
export DESIGN_NAME = small_calculator
export DESIGN_NICKNAME = small_calculator
export VERILOG_FILES = /design/flow/design.v
export SDC_FILE = /design/flow/constraint.sdc
export NUM_CORES = 4
export LEC_CHECK = 1
export CORE_UTILIZATION = 30
==> design/flow/constraint.sdc <==
current_design small_calculator

set clk_period 3.0
set clk_io_pct 0.2

create_clock -name clk0 -period $clk_period [get_ports {clk}]

set non_clock_inputs [all_inputs -no_clocks]
set_input_delay [expr $clk_period * $clk_io_pct] -clock clk0 $non_clock_inputs
set_output_delay [expr $clk_period * $clk_io_pct] -clock clk0 [all_outputs]
==> design/flow/design.v <==
module alu (
        input  wire [1:0] c,
        input  wire [3:0] in0,
        input  wire [3:0] in1,
        output reg  [3:0] alu_out
    );
    always @ (in0, in1, c) begin
        case(c)
            2'b00: alu_out = in0 + in1;
            2'b01: alu_out = in0 - in1;
            2'b10: alu_out = in0 & in1;
            2'b11: alu_out = in0 ^ in1;
        endcase
    end
endmodule
module mux2 #(parameter WIDTH = 4) (
        input  wire             sel,
        input  wire [WIDTH-1:0] in0,
        input  wire [WIDTH-1:0] in1,
        output wire [WIDTH-1:0] out
    );
    assign out = (sel == 1'b1) ? in1 : in0;
endmodule
module mux4 #(parameter WIDTH = 4) (
        input  wire [1:0]       sel,
        input  wire [WIDTH-1:0] in0,
        input  wire [WIDTH-1:0] in1,
        input  wire [WIDTH-1:0] in2,
        input  wire [WIDTH-1:0] in3,
        output reg  [WIDTH-1:0] out
    );
    always @ (*) begin
        case(sel)
            2'b00: out = in0;
            2'b01: out = in1;
            2'b10: out = in2;
            2'b11: out = in3;
        endcase
    end
endmodule
module register_file (
        input  wire       clk,
        input  wire       rea,
        input  wire       reb,
        input  wire       we,
        input  wire [1:0] raa,
        input  wire [1:0] rab,
        input  wire [1:0] wa,
        input  wire [3:0] din, 
        output wire [3:0] douta,
        output wire [3:0] doutb
    );
    reg [3:0] RegFile[3:0];
    always @ (posedge clk) begin
        if(we) begin
            RegFile[wa] <= din;
        end
        else begin
            RegFile[wa] <= RegFile[wa];
        end
    end
    assign douta = (rea == 1'b1) ? RegFile[raa] : 4'b0;
    assign doutb = (reb == 1'b1) ? RegFile[rab] : 4'b0;
endmodule
module small_calculator (
        input  wire       clk,
        input  wire       go,
        input  wire [1:0] op,
        input  wire [3:0] in1,
        input  wire [3:0] in2,
        output wire [3:0] out,
        output wire [2:0] CS,
        output wire       done
    );
    wire [1:0] s1;
    wire [1:0] wa;
    wire [1:0] raa;
    wire [1:0] rab;
    wire [1:0] c;
    wire we;
    wire rea;
    wire reb;
    wire s2;
    small_calculator_dp DP (
            .clk        (clk),
            .in1        (in1),
            .in2        (in2),
            .s1         (s1),
            .wa         (wa),
            .raa        (raa),
            .rab        (rab),
            .c          (c),
            .we         (we),
            .rea        (rea),
            .reb        (reb),
            .s2         (s2),
            .out        (out)
        );
    small_calculator_cu CU (
            .clk        (clk),
            .go         (go),
            .op         (op),
            .s1         (s1),
            .wa         (wa),
            .raa        (raa),
            .rab        (rab),
            .c          (c),
            .we         (we),
            .rea        (rea),
            .reb        (reb),
            .s2         (s2),
            .done       (done),
            .CS         (CS)
    );
    initial begin
        $dumpfile("small_calculator_waveform.vcd");
        $dumpvars(0, small_calculator);
    end
endmodule
module small_calculator_cu (
        input  wire       clk,
        input  wire       go,
        input  wire [1:0] op, 
        output wire [1:0] s1,
        output wire [1:0] wa,
        output wire [1:0] raa,
        output wire [1:0] rab,
        output wire [1:0] c,
        output wire       we,
        output wire       rea,
        output wire       reb,
        output wire       s2,
        output wire       done,
        output reg  [2:0] CS
    );
    always @(posedge clk) begin
        CS <= NS;
    end
    reg [2:0]  NS;
    reg [14:0] control;
    parameter IDLE  = 15'b00_00_0_00_0_00_0_00_0_0,
              LOAD1 = 15'b01_01_1_00_0_00_0_00_0_0,
              LOAD2 = 15'b10_10_1_00_0_00_0_00_0_0,
              ADD   = 15'b11_11_1_01_1_10_1_00_0_0,
              SUB   = 15'b11_11_1_01_1_10_1_01_0_0,
              AND   = 15'b11_11_1_01_1_10_1_10_0_0,
              XOR   = 15'b11_11_1_01_1_10_1_11_0_0,
              DONE  = 15'b00_00_0_11_1_11_1_10_1_1;
    parameter S0 = 3'd0,
              S1 = 3'd1,
              S2 = 3'd2,
              S3 = 3'd3,
              S4 = 3'd4;
    always @ (CS, go) begin
        case(CS)
            S0: NS = (go == 1'b1) ? S1 : S0;
            S1: NS = S2;
            S2: NS = S3;
            S3: NS = S4;
            S4: NS = S0;
            default: NS = (go == 1'b1) ? S1 : S0;
        endcase
    end
    always @(CS, op) begin
        case(CS)
            S0: control = IDLE;
            S1: control = LOAD1;
            S2: control = LOAD2;
            S3: begin
                case (op)
                    2'b00: control = ADD;
                    2'b01: control = SUB;
                    2'b10: control = AND;
                    2'b11: control = XOR;
                endcase
            end
            S4: control = DONE;
        endcase
    end
    assign {s1, wa, we, raa, rea, rab, reb, c, s2, done} = control;
endmodule
module small_calculator_dp (
        input  wire       clk,
        input  wire [3:0] in1,
        input  wire [3:0] in2,
        input  wire [1:0] s1,
        input  wire [1:0] wa,
        input  wire [1:0] raa,
        input  wire [1:0] rab,
        input  wire [1:0] c,
        input  wire       we,
        input  wire       rea,
        input  wire       reb,
        input  wire       s2,
        output wire [3:0] out        
    );
    wire [3:0] mux1out;
    wire [3:0] douta;
    wire [3:0] doutb;
    wire [3:0] aluout;
    mux4 #(
        .WIDTH(4)
    ) MUX1 (
            .sel        (s1),
            .in0        (4'b0),
            .in1        (in1),
            .in2        (in2),
            .in3        (aluout),
            .out        (mux1out)
        );
    register_file RF (
            .clk        (clk),
            .rea        (rea),
            .reb        (reb),
            .we         (we),
            .raa        (raa),
            .rab        (rab),
            .wa         (wa),
            .din        (mux1out),
            .douta      (douta),
            .doutb      (doutb)
        );
    alu ALU (
            .c          (c),
            .in0        (douta),
            .in1        (doutb),
            .alu_out    (aluout)
        );
    mux2 #(
        .WIDTH(4)
    ) MUX2 (
            .sel        (s2),
            .in0        (4'b0),
            .in1        (aluout),
            .out        (out)
        );
endmodule
==> summary.txt <==
Status = complete, but fails checks
Failing checks = setup timing
Switching Power = 0.201 mW
Peak Freq = 321 MHz
Port buffer count = 19
Setup ws final = -0.112 ns
Crit Path Max Fanout = 2
Worst Reg2Reg Path Length in Cells = 14
Grt total ovfl = 0
Power Density = 465 nW/um^2
Filler Cell Count = 367
Most frequent cells in the layout = clkdlybuf4s50_1, nand2_1, edfxtp_1
Combinational Power Share = 0.340
CTS clock-pin slew for the worst setup and hold paths = 0.05 ns
Vias in the first global route = 882
Count of unclocked register or latch pins = 7
Yosys Warn Count = 7
Ant diodes = 0
Endpoints left unconstrained = 20
XOR/XNOR Area Share = 0.0357
Simple share = 0.202
Global Route Usage Sum = 0.116
Seq pwr share = 0.455
FFs w/ async S/R, synth = 0
Setup crit start kind = flip-flop
Setup CP Type = reg -> out
Post-synth EDFFs = 12
Final core occ = 0.423
TritonCTS clock tree = built
Skew final = 0.000836 ns
Post-route cell area = 1610 um^2
CTS H-tree lvls = 1
Starting DRT DRC Count = 31
Layout cells sized above 1 = 0.196
Slew at the pin closest to its max-slew limit = 0.447 ns
DIE WIDTH = 65.9 um
Hold Path Class = reg -> reg
VDD IR max = 0.278 mV
CP Data Required Time = 2.40 ns
Routed len/inst = 10.7 um
Via count = 945
Syn_area_per_cell = 9.43 um^2
Max-cap viol count = 0
Final WL = 2.21 mm
Unique cell types = 39
Ys flop type = edfxtp_1
RePlAce Congestion = 0.866
Mapped Cells = 130
WHS Path Cells = 1
Vias per cell = 4.59
Clock buffers created by TritonCTS = 3
Placed cell areas = 1510 um^2
Clk pwr share = 0.205
Reg-to-Reg End = DP.RF.RegFile[1][1]$_DFFE_PP_
Final Power = 0.747 mW
Core area = 3800 um^2
DRC errors left = 0
Worst r2r src = DP.RF.RegFile[3][1]$_DFFE_PP_
FA/HA/MAJ Cells, Area Fraction = 0.0980
Hold EP = CU.CS[1]$_DFF_P_
CTS Buffer Depth = 2
Starting Density = 0.323
Number of warnings in the stage logs = 28
Chip Area = 4350 um^2
YS chip area = 1230 um^2
WHS = 0.515 ns
Mapped Area = 1230 um^2
Endpoints failing hold = 0
Post-route ant nets = 0
Area grow syn2layout = 31.0%
Leak = 0.688 nW
DRT Pass-1 Iters = 4
DP Worst Slack = -0.290 ns
Aoi share = 0.140
DIE HEIGHT = 65.9 um
Hold_buf cts = 0
RSZ-0062 raised after global routing = true
Ys flops = 22
Crit path from = DP.RF.RegFile[3][1]$_DFFE_PP_
Sw frac = 0.269
Min Tclk post-route = 3.11 ns
Clk ins delay skew pair = 0.24 ns
Final period utilization = 1.04
CP Data Arrival Time = 2.51 ns
Io pins = 20
# Cells Yosys = 130
CTS root buf = clkbuf_8
Synth mux share = 0.0469
Slew headroom = 0.702
Internal power = 0.546 mW
DP HPWL = 1.76 mm
Initial antenna violation count = 0
Pins over their slew limit = 0
Core Rows = 22
Worst reg2reg setup slack = 0.21 ns
Largest net degree at the start of global routing = 16
First-pass GRT wire length = 3.79 mm
Critical Path End Type = primary output
# setup viols final = 1
HP Start = CU.CS[2]$_DFF_P_
Commonest Layout Cell = clkdlybuf4s50_1
Synth logic family = simple AND/OR/NAND/NOR gates
==> worst max-delay path, cell delays in order (launching register included) <==
cell	delay [ns]
edfxtp_1	0.33
nand2_1	0.07
o21ai_1	0.10
and2_4	0.17
inv_4	0.04
ha_4	0.25
nand2_2	0.04
o21ai_2	0.06
inv_1	0.05
ha_1	0.26
nor2b_1	0.13
o21a_1	0.17
o21a_1	0.16
mux2_4	0.26
nor2_2	0.10
buf_2	0.09
==> timing repair <==
item,CTS,global route
gates resized,15,5
pin swaps,10,9
gates cloned,0,0
buffers inserted,4,1
endpoints found under the setup margin,3,3
==> cells by family (layout without fill, tap and decap cells) <==
| kind of cell | after synthesis | after routing |
|---|---|---|
| AND-OR/OR-AND | 26 | 26 |
| AND/OR/NAND/NOR | 47 | 47 |
| multiplexers | 5 | 5 |
| adder cells (fa/ha/maj) | 9 | 9 |
| latches | 7 | 7 |
| buffers and inverters | 16 | 44 |
| XOR/XNOR | 5 | 5 |
| flip-flops | 15 | 15 |
==> flip-flops by register name, summed over array words and instances (netlist names) <==
| name | count |
|---|---|
| DP.RF.RegFile | 12 |
| CU.control | 7 |
| CU.CS | 3 |
==> synthesized netlist by cell type, drive strengths merged (2+ instances only) <==
cell | n | area, um^2
a21boi | 4 | 30.0
a21oi | 5 | 25.0
a22o | 3 | 26.3
and2 | 4 | 25.0
and3 | 2 | 12.5
and3b | 2 | 17.5
clkbuf | 5 | 18.8
dfxtp | 3 | 60.1
dlxtn | 7 | 105
edfxtp | 12 | 360
ha | 8 | 100
inv | 11 | 41.3
mux2 | 3 | 37.5
mux2i | 2 | 20.0
nand2 | 16 | 60.1
nand2b | 2 | 12.5
nand3 | 2 | 10.0
nor2 | 5 | 18.8
nor2b | 6 | 37.5
nor3 | 2 | 10.0
o21a | 3 | 22.5
o21ai | 8 | 43.8
or2 | 2 | 12.5
xnor2 | 4 | 35.0
==> through the flow <==
step,setup TNS (ns),cells
2_1_floorplan,0,130
3_3_place_gp,-0.429,199
3_5_place_dp,-0.489,199
4_1_cts,-0.201,205
5_1_grt,-0.341,206
6_report,-0.112,206
==> worst max-delay path by stage <==
stage / endpoint / cells after the start
4_1_cts: out[3] / 15
5_1_grt: out[3] / 15
6_report: out[3] / 15
==> final cells by class <==
cell class,instances,area (um^2),area share
clock buffers,4,45.0,0.0280
inverters,11,43.8,0.0273
multi-input cells,92,682,0.424
flip-flops and latches,22,526,0.327
well taps,48,60.1,0.0374
repair buffers,29,250,0.156
==> power groups by stage <==
| stage | Clock (mW) | Sequential (mW) | Combinational (mW) |
|---|---|---|---|
| after CTS | 0.156 | 0.339 | 0.250 |
| after global routing | 0.164 | 0.347 | 0.283 |
| final | 0.153 | 0.340 | 0.254 |
==> routing by layer <==
layer	global-route usage	wire [um]
met4	0.0213	42
met2	0.198	1010
met3	0.0192	85
met5	0	0
met1	0.159	1070
Power is estimated from default activity; no workload was simulated.
